### flow/config.mk
export PLATFORM = sky130hd
export DESIGN_NAME = main_add_sub
export DESIGN_NICKNAME = main_add_sub
export VERILOG_FILES = /design/flow/design.v
export SDC_FILE = /design/flow/constraint.sdc
export NUM_CORES = 4
export LEC_CHECK = 1
export CORE_AREA = 10 10 156 156
export DIE_AREA = 0 0 166 166
### flow/constraint.sdc
current_design main_add_sub

set clk_period 2.1
set clk_io_pct 0.2

create_clock -name clk0 -period $clk_period

set non_clock_inputs [all_inputs -no_clocks]
set_input_delay [expr $clk_period * $clk_io_pct] -clock clk0 $non_clock_inputs
set_output_delay [expr $clk_period * $clk_io_pct] -clock clk0 [all_outputs]
### flow/design.v
`timescale 1ps / 1ps
module addorsub(opp, flt_B,flt_outB);
input opp;
input [31:0] flt_B;
output reg [31:0] flt_outB;
always @(*)
begin
if(opp)
flt_outB={(~flt_B[31]),flt_B[30:0]};
else
flt_outB=flt_B;
end
endmodule
`timescale 1ps / 1ps
module always_use(out,exp,ex,int_val,flag);
input flag;
input [127:0] int_val;
input[7:0] out;
wire[7:0] exp1;
output reg [7:0] exp,ex;
always @(out)
  begin
    if(!int_val)
    begin
        exp=-12;
        ex=0;
    end
    else if (int_val[out]&& (~flag))
      begin
      exp = out-12;
      ex=out;
      end
    else if(~int_val[out])
    begin
    exp=exp;
    ex=ex;
    end
    else
    begin
    exp=exp;
    ex=ex;
    end
  end
assign exp1=exp+127;
endmodule
`timescale 1ps / 1ps
module clamant(in1,in2,s);
input [22:0]in1,in2;	 
output [23:0]s;		 
wire [22:0]C,G,P;
wire co;
assign G=in1&in2;
assign P=in1^in2;
assign C[0]=0;
assign C[1]=G[0]+(P[0]&C[0]);
assign C[2]=G[1]+(P[1]&C[1]);
assign C[3]=G[2]+(P[2]&C[2]);
assign C[4]=G[3]+(P[3]&C[3]);
assign C[5]=G[4]+(P[4]&C[4]);
assign C[6]=G[5]+(P[5]&C[5]);
assign C[7]=G[6]+(P[6]&C[6]);
assign C[8]=G[7]+(P[7]&C[7]);
assign C[9]=G[8]+(P[8]&C[8]);
assign C[10]=G[9]+(P[9]&C[9]);
assign C[11]=G[10]+(P[10]&C[10]);
assign C[12]=G[11]+(P[11]&C[11]);
assign C[13]=G[12]+(P[12]&C[12]);
assign C[14]=G[13]+(P[13]&C[13]);
assign C[15]=G[14]+(P[14]&C[14]);
assign C[16]=G[15]+(P[15]&C[15]);
assign C[17]=G[16]+(P[16]&C[16]);
assign C[18]=G[17]+(P[17]&C[17]);
assign C[19]=G[18]+(P[18]&C[18]);
assign C[20]=G[19]+(P[19]&C[19]);
assign C[21]=G[20]+(P[20]&C[20]);
assign C[22]=G[21]+(P[21]&C[21]);
assign co=G[22]+(P[22]&C[22]);
assign s={co,P^C};
endmodule
`timescale 1ps / 1ps
module comparefloat(A,B,largereg,smallreg);
input [31:0] A,B;
output reg[31:0] largereg,smallreg;
reg [7:0] expA,expB;	 
reg [22:0] mantA,mantB;
always@(*)   
begin
expA=A[30:23];expB=B[30:23];
mantA=A[22:0];
mantB=B[22:0];
		if(expA>expB)
		begin
		largereg=A;
		smallreg=B;
		end
		else if(expA<expB)
        begin
        largereg=B;
        smallreg=A;
        end
        else         
            begin
            if(mantA>mantB)
            begin
            largereg=A;
            smallreg=B;
            end
            else if(mantA<mantB)
            begin
            largereg=B;
            smallreg=A;
            end
            else
            begin
            largereg=A;
            smallreg=B;
            end
            end
end
endmodule
`timescale 1ps / 1ps
module counter
    # (parameter N = 128,
     parameter WIDTH = 8)
  ( input clk,rstn,enable,output  reg[WIDTH-1:0] out,output reg flag);
  always @ (posedge clk) begin
    if (rstn) begin
      out <= 0;
      flag<=0;
    end else if(enable)
     begin
      if (out == N-1)
      begin
        out <= 0;
        flag<= 1;
      end
      else
        out <= out + 1;
    end
  end
endmodule
`timescale 1ps / 1ps
module entry(flt_value,int_val,pos,flag);
    input pos;
    input[127:0] int_val;
    output[31:0] flt_value;
    output flag; 
    wire [7:0] exp;
    wire [7:0] exp1,ex;
    reg clk,reset,enable;
    wire[7:0] out;
    counter ctr(clk,reset,enable,out,flag);
    initial
    begin
    reset=1;enable=1;
    #2 clk=0;
    #3 clk=1;
    #10 reset=0;
    end
    always
    begin
    #5 clk=~clk;
    end
always_use block1(out,exp,ex,int_val,flag);
    reg [22:0] mantissa;
    assign exp1=exp+127;
    assign flt_value = {~(pos), exp1, mantissa};
    assign flt_value[31]= ~(pos);
    always @(ex,exp1) 
    begin
             if(ex> 23)
                mantissa = int_val >> (ex - 23);
            else if(ex < 23)
                mantissa = int_val << (23 - ex);
            else
                mantissa = int_val;
    end
endmodule
`timescale 1ps / 1ps
module float_add_subs(largereg,smallreg,out,diff,check_out);
input[7:0] diff;
input[32:0] largereg,smallreg;
output reg[31:0] out;
output reg check_out=1'b0;
reg [5:0] ex_shift=0;
reg [32:0] A,B;
reg [22:0] mantA,mantB;
reg [23:0] mant_out;
wire [23:0] mantout;
clamant c1(mantA,mantB,mantout);
always@(*)  
begin
	if(!largereg[32]&&!smallreg[32])	 
		begin
		  if(diff)
		  begin
			A=largereg;B=smallreg;
			mantA=A[22:0];mantB=B[22:0];
			if(!mantout[23])
			begin
			A[31:24]=A[31:24]+mantout[23];
			out={1'b0,A[31:24],mantout[22:0]};
			end
			else
			begin
			A[31:24]=A[31:24]+mantout[23];
			out={1'b0,A[31:24],1'b0,mantout[22:1]};
			end			
		  end
		  else
		  begin
			A=largereg;B=smallreg;
          mantA=A[22:0];mantB=B[22:0];
          A[31:24]=A[31:24]+1;
          if(mantout[23])
          out={1'b0,A[31:24], mantout[23:1]};
          else
          out={1'b0,A[31:24],1'b0,mantout[22:1]};
          end		  
		end
	else if(largereg[32]&&smallreg[32])	 
		begin
		  if(diff)
        begin
          A=largereg;B=smallreg;
          mantA=A[22:0];mantB=B[22:0];
          if(!mantout[23])
          begin
          A[31:24]=A[31:24]+mantout[23];
          out={1'b1,A[31:24],mantout[22:0]};
          end
          else
          begin
          A[31:24]=A[31:24]+mantout[23];
          out={1'b1,A[31:24],1'b0,mantout[22:1]};
          end            
        end
        else
        begin
          A=largereg;B=smallreg;
        mantA=A[22:0];mantB=B[22:0];
        A[31:24]=A[31:24]+1;
        if(mantout[23])
        out={1'b1,A[31:24], mantout[23:1]};
        else
        out={1'b1,A[31:24],1'b0,mantout[22:1]};
        end          
		end
	else if(smallreg[32]&&!(largereg[32]))	 
		begin
			A=largereg;B=smallreg;
			mantA=A[22:0];mantB=-B[22:0];
			if(mantout[23])
			ex_shift=0;
			else if(mantout[22])
			ex_shift=1;
			else if(mantout[21])
			ex_shift=2;
			else if(mantout[20])
            ex_shift=3;
            else if(mantout[19])
            ex_shift=4;
			else if(mantout[18])
            ex_shift=5;
            else if(mantout[17])
            ex_shift=6;
            else if(mantout[15])
            ex_shift=7;
            else if(mantout[14])
            ex_shift=8;
            else if(mantout[13])
            ex_shift=9;
            else if(mantout[12])
            ex_shift=10;
            else if(mantout[11])
            ex_shift=11;
            else if(mantout[10])
            ex_shift=12;
            else if(mantout[9])
            ex_shift=13;                
            else if(mantout[8])
            ex_shift=14;
            else if(mantout[7])
            ex_shift=15;
            else if(mantout[6])
            ex_shift=16;
            else if(mantout[5])
            ex_shift=17;
            else if(mantout[4])
            ex_shift=18;
            else if(mantout[3])
            ex_shift=19;
            else if(mantout[2])
            ex_shift=20;
            else if(mantout[1])
            ex_shift=21;     
            else if(mantout[0])
            ex_shift=22;
            else 
            ex_shift=23;
             if(ex_shift!=23) 
            begin
               check_out=1'b1;                  
               out={1'b0,(A[31:24]-ex_shift),(mantout[22:0]<<ex_shift)};
            end
            else
            begin
               check_out=1'b0;
               out={1'b0,(A[31:24]-ex_shift),(mantout[22:0]<<ex_shift)}; 
            end
        end
      else 	 
            begin
		  if((A[22:0]==B[22:0])&(diff==0))
            begin
              check_out=1'b1;
              out={1'b0,A[31:24],23'h000000};
            end
            else
            begin        
                A=largereg;B=smallreg;
                mantA=-A[22:0];mantB=B[22:0];
                if(mantout[22])
                ex_shift=1;
                else if(mantout[21])
                ex_shift=2;
                else if(mantout[20])
                ex_shift=3;
                else if(mantout[19])
                ex_shift=4;
                else if(mantout[18])
                ex_shift=5;
                else if(mantout[17])
                ex_shift=6;
                else if(mantout[15])
                ex_shift=7;
                else if(mantout[14])
                ex_shift=8;
                else if(mantout[13])
                ex_shift=9;
                else if(mantout[12])
                ex_shift=10;
                else if(mantout[11])
                ex_shift=11;
                else if(mantout[10])
                ex_shift=12;
                else if(mantout[9])
                ex_shift=13;                
                else if(mantout[8])
                ex_shift=14;
                else if(mantout[7])
                ex_shift=15;
                else if(mantout[6])
                ex_shift=16;
                else if(mantout[5])
                ex_shift=17;
                else if(mantout[4])
                ex_shift=18;
                else if(mantout[3])
                ex_shift=19;
                else if(mantout[2])
                ex_shift=20;
                else if(mantout[1])
                ex_shift=21;     
                else if(mantout[0])
                ex_shift=22;
                else 
                ex_shift=23;
             if(ex_shift!=23) 
             begin
                check_out=1'b1;                  
                out={1'b1,(A[31:24]-ex_shift),((mantout[22:0])<<ex_shift)};
             end
             else
             begin
                check_out=1'b0;
                out={1'b1,(A[31:24]-ex_shift),((mantout[22:0])<<ex_shift)}; 
             end
             end
         end
 end
endmodule
`timescale 1ps / 1ps
module main_add_sub(opp,int_in_A,posA,int_in_B,posB,int_out,posout);
input opp;
input posA,posB;
input[127:0] int_in_A,int_in_B;
output [127:0] int_out;
output posout;
wire [31:0] flt_in_A,flt_in_B,flt_in_changed_B,largereg,smallreg,flt_out;
wire flag1,flag2,check_out;
wire[7:0] diff;
reg [31:0] true_flt_out;
wire [32:0] out1,out2;
entry flt_A(.flt_value(flt_in_A),.int_val(int_in_A),.pos(posA),.flag(flag1));
entry flt_B(.flt_value(flt_in_B),.int_val(int_in_B),.pos(posB),.flag(flag2));
addorsub signchange(.opp(opp),.flt_B(flt_in_B),.flt_outB(flt_in_changed_B));
comparefloat comp(.A(flt_in_A),.B(flt_in_changed_B),.largereg(largereg),.smallreg(smallreg));
shift shifter(.largereg(largereg), .smallreg(smallreg), .out1(out1), .out2(out2), .diff(diff));
float_add_subs calc(.largereg(out1),.smallreg(out2),.out(flt_out),.diff(diff),.check_out(check_out));
out_module flt(true_flt_out,int_out,posout,check_out,diff);
always @(flag1)
begin
if(flag1)
true_flt_out<=flt_out;
else
true_flt_out<=0;
end
 endmodule
`timescale 1ps / 1ps
module out_module(flt_value,int_val,pos,check_out,diff);
    input check_out;
    input[7:0] diff;
    output pos;
    output reg [127:0] int_val;
    input [31:0] flt_value;
    assign pos=~flt_value[31];
    wire [7:0] exp1=flt_value[30:23];
    wire[22:0] mantissa=flt_value[22:0];
    wire [7:0] ex=flt_value[30:23]-115;
    reg [23:0] new_mantissa;
    always@(*)
    begin
    if(!check_out)
    new_mantissa={1'b1,flt_value[22:0]};
    else if(!diff)
    new_mantissa={1'b0,flt_value[22:0]};
    else
     new_mantissa={1'b1,flt_value[22:0]};
    end
    always @(*) 
    begin
             if(ex> 23)
                int_val = new_mantissa << (ex - 23);
            else if(ex < 23)
                int_val = new_mantissa >> (23 - ex);
            else
                int_val=new_mantissa;
    end
endmodule
`timescale 1ps / 1ps
module shift(largereg, smallreg, out1, out2,diff);
input [31:0] largereg, smallreg; 
output reg [32:0]out1, out2; 
output[7:0] diff;
reg [7:0] diff,expa,expb; 
reg [23:0] manta, mantb; 
always @ (*)
begin
 expa = largereg[30:23];
 expb = smallreg[30:23];
 manta = {1'b1,largereg[22:0]};
 mantb = {1'b1,smallreg[22:0]};
 diff = expa - expb;
	if(diff)
	begin
	mantb = mantb>>diff; 
	out1 = {largereg[31],expa,manta};
    out2 = {smallreg[31],expa,mantb};
	end
	else
	begin
	out1 = {largereg[31],expa,manta};
	out2 = {smallreg[31],expa,mantb};
	end
end
endmodule
### flow/run.sh
#!/bin/bash
# OpenROAD 26Q1-2900-gdf79404cd8, Yosys 0.63+post, stock flow scripts
make -C /OpenROAD-flow-scripts/flow DESIGN_CONFIG=/design/flow/config.mk WORK_HOME=/design/flow/orfs finish
==> summary.txt <==
Results of an implementation run.

The sum of negative setup slack is -40.22 ns. Routability-driven placement finished with a final weighted congestion of approximately 0.8. The classification of the worst-slack hold path is primary input to output pin. The final routed wirelength across all metal layers is 5.24 mm. The placed cell count is 521. The met3 layer wire length in the routed design is 580 µm. The final critical-path setup slack is -1.43 ns.

The run finished, with violations left. The final non-filler cell total is about 560. The routed design shows a wire length per standard cell of 9.42 µm. STA classifies the critical path startpoint as a primary input. The xor/xnor share of the synthesized area is 0.0118.

The chip area from the yosys synthesis statistics is 1380 µm². The first global-routing pass estimated slightly below 8 mm of wire. The flow reports an fmax of 0.284 GHz. Per the detail_route log, met2 wirelength is 1.81 mm. The post-synthesis register bit count is 3. The HPWL after detailed placement is around 4.1 mm. The number of warnings in the stage logs is ~300. The analysis attributes to cell leakage a power of 1.15 nW. The routed layout reports a DRC error count of 0. Of the cells placed in the final design, the portion with a size suffix greater than 1 is 0.561. The sort of element at the end of the critical path is an output pin.

The maximum fanout along the worst path is 4. The number of cells reported by Yosys stat comes to 187. Per STA, the highest per-stage delay on the worst path measures around 0.40 ns. The overall chip area is 27,600 µm². For reference, the final report shows the max-slew violation count at 0.

The share of cell area taken by muxes after synthesis is 0.0309. Setup repair after global routing could not meet its margin everywhere. The internal portion of the total power is 0.000404 W. The highest metal layer carrying signal wires in the routed design is met4. The netlist area before placement is 1380 µm².

The net switching power is 0.000348 W. Per STA, the worst path is made up of dlygate4sd2_1 > buf_4 > ha_4 > nor4b_4 > inv_2 > ha_4 > inv_4 > ha_4 > ha_4 > buf_6 > buf_6 > or3_4 > buf_6 > a211oi_2 > buf_2. The horizontal extent of the die is 166 µm. The checks that failed: setup timing. The initial antenna violation count is 1. The synthesized instance count is 187. The detailed router put a total of roughly 2.8 mm of wire on met1. According to the floorplan report, the die height is between 150 and 200 µm. The count of unclocked register or latch pins is 3.

The floorplan has 53 rows. The netlist uses 33 different library cells. Final hold analysis gives a worst-case slack of roughly 1.3 ns. The critical path arrival is 3.11 ns. The number of global-route vias before repair came to 1,614.

The cell area power density is about 290 nW/µm². The flow measured a signed area growth from synthesis to layout of 86.8%. The number of setup violations in the final report is 32. The average cell area after synthesis is roughly 7.4 µm². The number of unconstrained endpoints is 3.

Among the non-sequential cells, buffers and inverters take the most area. The critical path's slowest stage uses the library cell sky130_fd_sc_hd__or3_4. After layout, the minimum clock period comes to 3.53 ns.

The length of the first detailed-routing pass in iterations is 4. The share of the core area taken by cells at floorplan is 0.0655. Per the detail_route report, vias per standard cell equal between 2 and 2.5. The tally of nets with antenna violations remaining after routing is 0. The power report attributes to the sequential group a share of 0.016. The largest net degree at the start of global routing is 18. Input and output buffers added on the ports amount to 36. The final route contains around 1,400 vias. The number of max-capacitance violations reported is 0. The fraction of power consumed by combinational cells is 0.984. The all-layer global routing usage is 0.0327. The final timing summary puts the cycle share of the worst path at 1.68. The most prevalent standard cell on the critical path is sky130_fd_sc_hd__ha_4. Per the synthesis report, the AND-OR/OR-AND share of the synthesized area is 0.0400. 388 I/O pins were placed. The residual overflow from global routing is 0. In the final report, the number of hold violations comes to 0.

The core region area is 21,000 µm². The arithmetic-cell share of the synthesized area counting full adders, half adders and majority gates is 0.0818. The switching portion of total power is 0.463.

The worst setup path category is primary input to output pin. The initial detailed-routing violation count is around 53. The required time at the worst endpoint is listed as 1.68 ns.

The share of total power dissipated in the clock network is 0. The yosys synthesis warning count is around 59. The cell-mix breakdown from Yosys lists the simple-gate area share as 0.228. The worst voltage drop across the vdd grid is 0.148 mV.
-- worst max-delay path: cells and delay by family --
kind / cells / cell delay (ns)
buf+inv: 8 / 1.02
compound gates: 1 / 0.15
fa+ha+maj: 4 / 0.80
simple gates: 2 / 0.69
-- state kept, by name (all words and copies together) (netlist names) --
register / cells
calc.A: 2
calc.check_out: 1
-- area by class of cell --
| cell class | count | area [µm²] |
|---|---|---|
| fill | 2344 | 18500 |
| multi-input combinational | 168 | 1340 |
| timing repair buffer | 100 | 803 |
| tap | 275 | 344 |
| sequential | 3 | 45.0 |
| inverter | 9 | 38.8 |
| antenna | 1 | 2.50 |
-- metrics by stage --
step	utilization	cell area [µm²]	power (W)	setup WS (ns)
after floorplan	-	1870	0.000366	-1.14
after global placement	0.0970	2040	0.000401	-2.21
after detailed placement	0.0970	2040	0.000401	-2.27
after CTS	0.117	2470	0.000698	-1.46
after global routing	0.122	2570	0.000807	-1.57
final	0.122	2570	0.000752	-1.43
-- metal layers --
layer | vias up | track usage
met4 | 0 | 0
met5 | - | 0
met2 | 128 | 0.0420
met3 | 2 | 0.0142
li1 | 624 | -
met1 | 599 | 0.0512
-- cell families after synthesis --
kind of cell / count (synthesis)
buffers and inverters: 111
and+or+nand+nor: 51
adders and majority gates: 9
AOI/OAI and AO/OA: 8
muxes: 3
latches: 3
other: 1
xor gates and xnor gates: 1
-- power by group through the flow --
| stage | logic (W) | registers, W | clock network, W |
|---|---|---|---|
| after CTS | 0.000686 | 0.0000117 | 0 |
| after global routing | 0.000795 | 0.0000121 | 0 |
| final | 0.000740 | 0.0000117 | 0.0000000000636 |
-- cell usage after synthesis --
library cell | number | area share
sky130_fd_sc_hd__nand3b_1 | 3 | 0.016
sky130_fd_sc_hd__and3b_1 | 1 | 0.0064
sky130_fd_sc_hd__nand4_1 | 4 | 0.018
sky130_fd_sc_hd__dlxtp_1 | 1 | 0.011
sky130_fd_sc_hd__xnor2_2 | 1 | 0.012
sky130_fd_sc_hd__nand3b_4 | 1 | 0.015
sky130_fd_sc_hd__a211oi_1 | 6 | 0.033
sky130_fd_sc_hd__a21oi_1 | 2 | 0.0073
sky130_fd_sc_hd__nor2_1 | 9 | 0.025
sky130_fd_sc_hd__mux2i_1 | 2 | 0.015
sky130_fd_sc_hd__buf_1 | 1 | 0.0027
sky130_fd_sc_hd__inv_1 | 7 | 0.019
sky130_fd_sc_hd__ha_1 | 9 | 0.082
sky130_fd_sc_hd__nor2b_1 | 1 | 0.0045
sky130_fd_sc_hd__mux2i_4 | 1 | 0.016
sky130_fd_sc_hd__nor4_1 | 8 | 0.036
sky130_fd_sc_hd__nand2_1 | 3 | 0.0082
sky130_fd_sc_hd__buf_6 | 1 | 0.0082
sky130_fd_sc_hd__nand3_1 | 4 | 0.015
sky130_fd_sc_hd__buf_4 | 96 | 0.52
sky130_fd_sc_hd__or3b_2 | 2 | 0.013
sky130_fd_sc_hd__nor3_1 | 9 | 0.033
sky130_fd_sc_hd__nor4b_1 | 1 | 0.0064
sky130_fd_sc_hd__clkbuf_1 | 4 | 0.011
sky130_fd_sc_hd__nor4b_2 | 1 | 0.011
sky130_fd_sc_hd__or3_1 | 1 | 0.0045
sky130_fd_sc_hd__or3b_1 | 1 | 0.0064
sky130_fd_sc_hd__dlxtn_1 | 2 | 0.022
sky130_fd_sc_hd__inv_4 | 1 | 0.0045
sky130_fd_sc_hd__nor3b_1 | 1 | 0.0055
sky130_fd_sc_hd__clkinv_1 | 1 | 0.0027
sky130_fd_sc_hd__and3_2 | 1 | 0.0055
sky130_fd_sc_hd__conb_1 | 1 | 0.0027
-- what timing repair did --
item / 4_1_cts / 5_1_grt
buffers inserted: 35 / 9
pin swaps: 31 / 26
endpoints found under the setup margin: 33 / 33
hold buffers: 0 / 0
gates resized: 186 / 24
-- worst paths after layout --
| check | from | endpoint | slack (ns) | cells after the start |
|---|---|---|---|---|
| setup / recovery | posA | int_out[4] | -1.43 | 15 |
| hold / removal | opp | posout | 1.34 | 5 |
-- placed cells by master (no fill, tap or decap), drive strengths merged --
| cell | n |
|---|---|
| buf | 98 |
| conb | 96 |
| ha | 9 |
| nor3 | 9 |
| nor2 | 9 |
| nor4 | 8 |
| inv | 8 |
| a211oi | 6 |
| nand4 | 4 |
| nand3 | 4 |
| nand3b | 4 |
| or3b | 3 |
| nand2 | 3 |
| mux2i | 3 |
| nor4b | 2 |
| a21oi | 2 |
| dlxtn | 2 |
| diode | 1 |
| clkinv | 1 |
| xnor2 | 1 |
| and3 | 1 |
| or3 | 1 |
| nor2b | 1 |
| and3b | 1 |
| nor3b | 1 |
| dlxtp | 1 |
| dlygate4sd2 | 1 |
| dlymetal6s2s | 1 |
No activity file was given, so power comes from the tool's default toggle rates.
