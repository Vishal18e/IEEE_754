File: ./config.mk
export PLATFORM = sky130hd
export DESIGN_NAME = resdivision
export DESIGN_NICKNAME = resdivision
export VERILOG_FILES = /design/flow/design.v
export SDC_FILE = /design/flow/constraint.sdc
export NUM_CORES = 4
export LEC_CHECK = 1
export CORE_UTILIZATION = 30
File: ./constraint.sdc
current_design resdivision

set clk_period 2.1
set clk_io_pct 0.2

create_clock -name clk0 -period $clk_period [get_ports {clk}]

set non_clock_inputs [all_inputs -no_clocks]
set_input_delay [expr $clk_period * $clk_io_pct] -clock clk0 $non_clock_inputs
set_output_delay [expr $clk_period * $clk_io_pct] -clock clk0 [all_outputs]
File: ./design.v
`timescale 1ps / 1ps
module addcumsub(opp,A,B,out);
parameter size=26;
input opp;		 
input [size-1:0]A,B;	 
output reg [size-1:0]out;	 
reg [size-1:0]in1,in2;	 
wire [size:0] s;		 
reg [size-1:0] Bbar;	 
cladiv C1(in1,in2,s);
always @*
begin
Bbar=-B;
if(!opp)
begin
in1=A;
in2=B;
out=s[size-1:0];
end
else
begin
in1=A;
in2=Bbar;
out=s[size-1:0];
end
end
endmodule
`timescale 1ps / 1ps
module cladiv(in1,in2,s);
parameter size=26;
input [size-1:0]in1,in2;	 
output [size:0]s;		 
wire [size-1:0]C,G,P;
wire co;
assign G=in1&in2;
assign P=in1^in2;
assign C[0]=0;
assign C[1]=G[0]+(P[0]&C[0]);
assign C[2]=G[1]+(P[1]&C[1]);
assign C[3]=G[2]+(P[2]&C[2]);
assign C[4]=G[3]+(P[3]&C[3]);
assign C[5]=G[4]+(P[4]&C[4]);
assign C[6]=G[5]+(P[5]&C[5]);
assign C[7]=G[6]+(P[6]&C[6]);
assign C[8]=G[7]+(P[7]&C[7]);
assign C[9]=G[8]+(P[8]&C[8]);
assign C[10]=G[9]+(P[9]&C[9]);
assign C[11]=G[10]+(P[10]&C[10]);
assign C[12]=G[11]+(P[11]&C[11]);
assign C[13]=G[12]+(P[12]&C[12]);
assign C[14]=G[13]+(P[13]&C[13]);
assign C[15]=G[14]+(P[14]&C[14]);
assign C[16]=G[15]+(P[15]&C[15]);
assign C[17]=G[16]+(P[16]&C[16]);
assign C[18]=G[17]+(P[17]&C[17]);
assign C[19]=G[18]+(P[18]&C[18]);
assign C[20]=G[19]+(P[19]&C[19]);
assign C[21]=G[20]+(P[20]&C[20]);
assign C[22]=G[21]+(P[21]&C[21]);
assign C[23]=G[22]+(P[22]&C[22]);
assign C[24]=G[23]+(P[23]&C[23]);
assign C[25]=G[24]+(P[24]&C[24]);
assign co=G[25]+(P[25]&C[25]);
assign s={co,P^C};
endmodule
`timescale 1ps / 1ps
module controller(clk,res,count,ch,out);
input [5:0] count;
input ch,clk,res;	 
output reg [8:0] out;
parameter T0=0; 
parameter T1=1; 
parameter T2=2; 
parameter T3=3; 
parameter T4=4; 
parameter T5=5; 
parameter T6=6; 
parameter T7=7; 
parameter T8=8; 
reg [3:0] cs,ns;
always@(posedge clk)
begin
if(res)
cs=T0;
else
cs=ns;
end
always@(posedge clk)
begin
case(cs)
T0: begin
	ns=T1;
	out=9'b000000001;
    end
T1: begin
	ns=T2;
	out=9'b000000010;
    end
T2: begin	 
	ns=T3;
	out=9'b000000100;
    end
T3: begin	
	case(ch)
	0: ns=T4;	 
	1: ns=T5;	 
	default: ns=T3;
	endcase
	out=9'b000001000;
    end
T4: begin
	ns=T6;
	out=9'b000010000;
    end
T5: begin	
	ns=T6;
	out=9'b000100000;
    end
T6: begin
	ns=T7;
	out=9'b001000000;
    end
T7: begin
	if(count==23)
	ns=T8;
	else
	ns=T1;
	out=9'b010000000;
    end
T8: out=9'b100000000;
default : begin
		ns=T0;
		out=0;
	  end
endcase
end
endmodule
`timescale 1ps / 1ps
module print(in,sw,out);
parameter size=24;
input [size-1:0] in;
input sw;	 
output [size-1:0] out;
assign out=sw?in:0;
endmodule
`timescale 1ps / 1ps
module registerA(clk,ld,in,out);
parameter size=24;
input clk,ld;
input [size-1:0] in;
output reg [size-1:0] out;
always @ (posedge clk)
begin
if(ld)	 
out<=in;
end
endmodule
`timescale 1ps / 1ps
module registerB(clk,ld,in,inild,sld,sin,out);
parameter size=26;
input clk,ld,sld,sin;
input [size-1:0] in,inild;	 
output reg [size-1:0] out;
always @ (posedge clk)
begin
if(ld)	 
out<=in;
else if(sld)	 
out<={out[size-3:0],sin};
end
always@(inild)
out<=inild;
endmodule
`timescale 1ps / 1ps
module registerQ(clk,ld,in,sld,sin,out);
parameter size=24;
input clk,ld,sld,sin;
input [size-1:0] in;
output reg [size-1:0] out;
always @ (posedge clk)
begin
if(ld)	 
out<=in;
else if(sld)	 
out<={out[size-2:0],sin};
end
endmodule
`timescale 1ps / 1ps
module resdivision(clk,res,divisor,dividen,quotient);
parameter size=24;
input clk,res;
input [size-1:0] divisor,dividen;
output [size-1:0] quotient;
wire [8:0]T; 
wire [5:0]count; 
wire [size-1:0] Qout,Aout;
wire [size+1:0] Bin,Bout;
reg  [size-1:0] dum=0;
controller C1(.clk(clk),.res(res),.count(count),.ch(Bout[size+1]),.out(T));
simpcounter CO1(.clk(clk) 
,.res(T[0]) 
,.enb(T[7]) 
,.count(count) 
);
registerQ Q(.clk(clk),.ld(T[0]),.in(dum),.sld((T[4]|T[5])),.sin(T[4]),.out(Qout));
registerB B(.clk(clk),.ld(T[1]|T[5]),.in(Bin),.inild({2'b0,dividen}),.sld(T[6]),.sin(T[0]),.out(Bout));
registerA A(.clk(clk),.ld(T[0]),.in(divisor),.out(Aout));
addcumsub addsub(.opp(T[1]),.A(Bout),.B({2'b0,Aout}),.out(Bin));
print P1(.in(Qout),.sw(T[8]),.out(quotient));
endmodule
`timescale 1ps / 1ps
module simpcounter(input clk,res,enb,output reg[5:0] count);
always @(posedge clk)
count<=res? 5'b0 :( enb? count+1 : count);
endmodule
File: ./run.sh
#!/bin/bash
# OpenROAD 26Q1-2900-gdf79404cd8, Yosys 0.63+post, stock flow scripts
make -C /OpenROAD-flow-scripts/flow DESIGN_CONFIG=/design/flow/config.mk WORK_HOME=/design/flow/orfs finish
==> impl_metrics.prom <==
# HELP chip_impl_metric Flow report values
# TYPE chip_impl_metric gauge
chip_impl_metric{name="post_drt_via_cell_ratio",unit=""} 4.22
chip_impl_metric{name="power.density_cell_area",unit="mW/mm²"} 726
chip_impl_metric{name="max_stage_delay",unit="ns"} 0.49
chip_impl_metric{name="cts.path.max_buffers",unit=""} 2
chip_impl_metric{name="finalClockPeriodUsage",unit="%"} 93.7
chip_impl_metric{name="ctsResizeCount",unit=""} 0
chip_impl_metric{name="grt_antenna_before_repair",unit=""} 0
chip_impl_metric{name="timing.setup.tns",unit="ns"} 0
chip_impl_metric{name="worst_pin_slew",unit="ns"} 0.532
chip_impl_metric{name="dr_total_vias",unit=""} 1212
chip_impl_metric{name="synth.yosys.warnings",unit=""} 7
chip_impl_metric{name="yosys_register_bits",unit=""} 43
chip_impl_metric{name="timing.final.hold_violations",unit=""} 0
chip_impl_info{name="clockRootBuffer",value="sky130_fd_sc_hd__clkbuf_8"} 1
chip_impl_metric{name="die_h",unit="µm"} 76.2
chip_impl_metric{name="leakagePower",unit="µW"} 0.000729
chip_impl_metric{name="synth-cells-yosys",unit=""} 190
chip_impl_metric{name="placed_cells_incl_taps",unit=""} 279
chip_impl_metric{name="fin_worst_skew",unit="ns"} 0.00858
chip_impl_metric{name="dpl_worst_slack",unit="ns"} 0.431
chip_impl_metric{name="ir_drop",unit="V"} 0.000324
chip_impl_info{name="crit_chain",value="buf_12 > and2_1 > clkdlybuf4s50_1"} 1
chip_impl_info{name="critical_path.slowest_cell",value="sky130_fd_sc_hd__dfxtp_1"} 1
chip_impl_metric{name="routedWlPerCell",unit="µm"} 9.83
chip_impl_metric{name="post_cts_buffers",unit=""} 0
chip_impl_metric{name="wl",unit="µm"} 2820
chip_impl_metric{name="maxSlewHeadroom",unit="%"} 64.5
chip_impl_metric{name="slew_viol_final",unit=""} 0
chip_impl_metric{name="finalSetupViolations",unit=""} 0
chip_impl_metric{name="routabilityCongestion",unit=""} 0.734
chip_impl_metric{name="synth_seq_share",unit="%"} 54.5
chip_impl_metric{name="crit_required",unit="ns"} 1.68
chip_impl_metric{name="chipWidth",unit="µm"} 76.2
chip_impl_info{name="worstHoldPathType",value="reg2reg"} 1
chip_impl_metric{name="num_io_pins",unit=""} 74
chip_impl_info{name="timing.critical_path.from_type",value="register"} 1
chip_impl_metric{name="placeableCoreArea",unit="mm²"} 0.00520
chip_impl_metric{name="detailed_route_iter0_violations",unit=""} 47
chip_impl_metric{name="grt_start_max_net_pins",unit=""} 24
chip_impl_metric{name="portBuffers",unit=""} 25
chip_impl_metric{name="first_global_vias",unit=""} 1111
chip_impl_metric{name="yosys_area",unit="mm²"} 0.00165
chip_impl_metric{name="global_route_wire_length_before_repair",unit="µm"} 4900
chip_impl_metric{name="dpl-instance-area",unit="mm²"} 0.00199
chip_impl_metric{name="antenna_cells",unit=""} 0
chip_impl_metric{name="layoutNonFillerInstCount",unit=""} 287
chip_impl_metric{name="final_period_minus_worst_setup_slack",unit="ns"} 1.97
chip_impl_metric{name="stage_log_warnings",unit=""} 73
chip_impl_metric{name="floorplan.die_area",unit="mm²"} 0.00581
chip_impl_metric{name="floorplan.initialDensity",unit="%"} 31.7
chip_impl_metric{name="htree_levels",unit=""} 2
chip_impl_metric{name="top_fanout_value_on_the_critical_path",unit=""} 18
chip_impl_metric{name="grt_overflow",unit=""} 0
chip_impl_metric{name="worstSkewPairLatency",unit="ns"} 0.30
chip_impl_metric{name="yosysUniqueCellTypes",unit=""} 28
chip_impl_metric{name="area_delta_synth_final",unit="%"} 25.8
chip_impl_metric{name="layout_cell_share_with_drive_strength_beyond_1",unit="%"} 5.99
chip_impl_info{name="critPathKind",value="reg2out"} 1
chip_impl_metric{name="cts_hold_buffers",unit=""} 0
chip_impl_info{name="end_kind",value="output port"} 1
chip_impl_metric{name="final_cell_area",unit="mm²"} 0.00208
chip_impl_metric{name="detailedPlacementHpwl",unit="µm"} 1920
chip_impl_metric{name="max_cap_violations",unit=""} 0
chip_impl_metric{name="drc_errors",unit=""} 0
chip_impl_metric{name="number_of_instances_in_the_synthesized_netlist",unit=""} 190
chip_impl_metric{name="max_freq",unit="MHz"} 508
chip_impl_metric{name="netlist_area_pre_place",unit="mm²"} 0.00165
chip_impl_metric{name="global_route.usage.total",unit="%"} 10.5
chip_impl_info{name="tritoncts",value="built"} 1
chip_impl_metric{name="worst_ep_arrival",unit="ns"} 1.55
chip_impl_metric{name="rows",unit=""} 26
chip_impl_metric{name="synth.avg_cell_area",unit="µm²"} 8.69
chip_impl_info{name="status",value="complete, no violations"} 1
chip_impl_info{name="setup_repair_after_global_routing_missed_its_margin",value="no"} 1
chip_impl_metric{name="firstDrtPassIters",unit=""} 4
chip_impl_metric{name="worst_setup_hold_path_clk_slew",unit="ns"} 0.08
chip_impl_metric{name="cts_inserted_buffers",unit=""} 5
chip_impl_metric{name="number_of_sinks_on_the_clock_net",unit=""} 43
chip_impl_metric{name="route.antenna.remaining_nets",unit=""} 0
chip_impl_metric{name="postLayoutSetupSlackWorst",unit="ns"} 0.133
[registers in the layout, indices dropped and copies added, names as in the netlist]
register / flops
CO1.count: 6
C1.out: 5
C1.ns: 4
C1.cs: 4
Q.out: 24
[final timing paths]
kind / start / end / slack [ns] / cells past startpoint
worst max-delay path: C1.out[8] / quotient[15] / 0.13 / 3
worst min-delay path: C1.ns[1] / C1.cs[1] / 0.45 / 1
worst max register to register: CO1.count[0] / C1.ns[0] / 0.68 / 4
worst min register to register: C1.ns[1] / C1.cs[1] / 0.45 / 1
[metrics by stage]
stage                     total power (µW)  hold WS, ns  util, %
after floorplan                        985        0.427        -
after global placement                1020        0.435     38.3
after detailed placement              1020        0.439     38.3
after CTS                             1520        0.458     39.9
after global routing                  1580        0.478     39.9
final                                 1510        0.452     39.9
[cell families (layout without fill, tap and decap cells)]
family / count (synthesis) / in the layout / share of synthesized area (%)
AND-OR/OR-AND: 28 / 28 / 9.01
XOR/XNOR: 5 / 5 / 2.65
adder cells (fa/ha/maj): 1 / 1 / 0.757
buffers and inverters: 13 / 40 / 3.11
flip-flops: 43 / 43 / 54.5
multiplexers: 1 / 1 / 0.606
AND/OR/NAND/NOR: 99 / 99 / 29.3
[placed cells by master (no fill, tap or decap), types with 2 or more instances in the layout]
master	instances
sky130_fd_sc_hd__nor3_1	2
sky130_fd_sc_hd__inv_1	3
sky130_fd_sc_hd__nand2_1	50
sky130_fd_sc_hd__xor2_1	4
sky130_fd_sc_hd__clkbuf_8	5
sky130_fd_sc_hd__and2_1	24
sky130_fd_sc_hd__edfxtp_1	4
sky130_fd_sc_hd__buf_4	3
sky130_fd_sc_hd__dfxtp_1	39
sky130_fd_sc_hd__nor3b_1	2
sky130_fd_sc_hd__clkdlybuf4s50_1	25
sky130_fd_sc_hd__nor2b_1	4
sky130_fd_sc_hd__a21oi_1	25
sky130_fd_sc_hd__nor2_1	8
[metal layers]
layer / wire length (µm) / global-route usage (%) / part of all wire (%) / vias up
met5: 0 / 0 / 0 / -
met3: 90 / 2.19 / 3.2 / 8
met4: 64 / 2.12 / 2.3 / 0
li1: - / - / - / 661
met1: 1460 / 16.2 / 52 / 523
met2: 1200 / 15.7 / 43 / 20
[synth_stat cells (all sizes together)]
master | number | area (µm²)
o21ai | 1 | 5.00
nand2 | 50 | 188
and3 | 1 | 6.26
xor2 | 4 | 35.0
xnor2 | 1 | 8.76
a21oi | 25 | 125
nor3b | 2 | 15.0
a21bo | 1 | 10.0
a221oi | 1 | 8.76
nand2b | 1 | 6.26
or2 | 1 | 6.26
and2 | 24 | 150
nor3 | 2 | 10.0
edfxtp | 4 | 120
ha | 1 | 12.5
or3 | 1 | 6.26
nor2 | 9 | 36.3
dfxtp | 39 | 781
nand4 | 2 | 18.8
nor4 | 1 | 6.26
nor2b | 4 | 25.0
nor4bb | 1 | 10.0
mux2i | 1 | 10.0
clkbuf | 8 | 30.0
inv | 3 | 11.3
buf | 2 | 10.0
[critical path, delay by kind of cell, from the launching register on]
kind | cells | cell delay, ns
buffers and inverters | 2 | 0.62
flip-flops | 1 | 0.49
AND/OR/NAND/NOR | 1 | 0.14
[final cells by class]
class	count	area [µm²]
multi-input cells	134	699
well taps	70	87.6
fillers	531	3130
clock inverters	2	12.5
clock buffers	6	72.6
inverters	3	11.3
repair buffers	29	293
flip-flops and latches	43	901
[report_power, final]
part / leakage [µW] / internal [µW] / switching (µW)
clock: 0.0000412 / 233 / 279
sequential: 0.000360 / 860 / 28.5
combinational: 0.000328 / 35.3 / 72.4
Power is estimated from default activity; no workload was simulated.
